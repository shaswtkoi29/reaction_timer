### flow/config.mk
export PLATFORM = sky130hd
export DESIGN_NAME = LFSR
export DESIGN_NICKNAME = LFSR
export VERILOG_FILES = /design/flow/design.v
export SDC_FILE = /design/flow/constraint.sdc
export NUM_CORES = 4
export LEC_CHECK = 1
export CORE_AREA = 10 10 70 70
export DIE_AREA = 0 0 80 80
### flow/constraint.sdc
current_design LFSR

set clk_period 2.7
set clk_io_pct 0.2

create_clock -name clk0 -period $clk_period [get_ports {CLK_50MHZ}]

set non_clock_inputs [all_inputs -no_clocks]
set_input_delay [expr $clk_period * $clk_io_pct] -clock clk0 $non_clock_inputs
set_output_delay [expr $clk_period * $clk_io_pct] -clock clk0 [all_outputs]
### flow/design.v
module LFSR(
	input CLK_50MHZ,
	output reg [11:0] random_num
				);	
	initial
		begin
		random_num = 12'b111111111111;
		end		
	always @(posedge CLK_50MHZ) begin
		if (random_num == 0) begin
			random_num <= 12'b111111111111;
		end
		else begin
			random_num <= {random_num[10], 
								random_num[9],
								random_num[8],
								random_num[7],
								random_num[6],
								random_num[5],
								random_num[4],
								random_num[3],
								random_num[2],
								random_num[1],
								random_num[0],
								random_num[8] ^ random_num[3]
								};
		end
	end
endmodule
### flow/run.sh
#!/bin/bash
# OpenROAD 26Q1-2900-gdf79404cd8, Yosys 0.63+post, stock flow scripts
make -C /OpenROAD-flow-scripts/flow DESIGN_CONFIG=/design/flow/config.mk WORK_HOME=/design/flow/orfs finish
==> results.json <==
{
  "highest_layer": "met3",
  "postCtsSetupBuffers": 0,
  "cts_buffer_depth": 2,
  "rows": 21,
  "p_sw_uw": 57.55,
  "pin_count": 13,
  "overflow": 0,
  "crit_path_max_incr_delay_ns": 0.50,
  "fp_util_pct": 14.36,
  "die_h_um": 80,
  "rsz0062_at_grt": "no",
  "num-fill-cells": 381,
  "vias_per_cell": 3.347,
  "max_cap_viol_count": 0,
  "core_area_um2": 3416,
  "numPortBuffers": 12,
  "globalplace.congestion": 0.7611,
  "cp_cell_sequence": "clkdlybuf4s50_1",
  "openroad.warnings": 25,
  "ys.flops": 12,
  "comb_power_share_pct": 0,
  "cp-startpoint": "random_num[3]",
  "slowest_stage": "clkdlybuf4s50_1",
  "cp-start-kind": "flop",
  "clkPwrFrac_pct": 44.1,
  "drive_gt1_share_pct": 29.09,
  "dpl.hpwl_um": 778.3,
  "seqPwrFrac_pct": 55.9,
  "rr_startpoint": "random_num[0]",
  "grt_pass1_vias": 329,
  "vias": 338,
  "finalHoldViolations": 0,
  "wl_met1_um": 420,
  "final.min_clock_period_ns": 1.711,
  "placed_cells": 97,
  "lay_top_cells": "clkdlybuf4s50_1, dfxtp_1, inv_1, o31ai_2, clkbuf_4",
  "yosys_cells": 42,
  "synth_cells": 42,
  "arrival_ns": 1.17,
  "yosys_warnings": 1,
  "placed_area_um2": 638.1,
  "drt_pre_antenna_iters": 4,
  "final_util_pct": 19.74,
  "largest_reg_flops": 12,
  "fp.dieW_um": 80,
  "worstSetupEndpointType": "primary output",
  "avgSynthCellArea_um2": 11.68,
  "top_register": "random_num",
  "routed_wl_mm": 1.036,
  "route.detailed.drc": 0,
  "power_leakage_uw": 0.0001934,
  "outcome": "finished, final reports clean",
  "fin_crit_sh_pct": 63.35,
  "crit_buf_inv": 1,
  "worst-path-max-fanout": 4,
  "wl_per_cell_um": 10.26,
  "drv_slew": 0,
  "relSlewSlack_pct": 60.39,
  "worstSetupPathType": "flop to primary output",
  "ant_nets": 0,
  "grt_pass1_wl_mm": 1.614,
  "antenna_found_initial": 0,
  "clk-insertion-delay-late_ns": 0.27,
  "wl_met3_um": 132,
  "cts_made_buffers": 3,
  "track_usage_pct": 3.262,
  "cts_root_buf": "clkbuf_4",
  "ys_seq_share_pct": 48.98,
  "hold_class": "flop to flop",
  "dieArea_um2": 6400,
  "cts_resized": 0,
  "syn_area_um2": 490.5,
  "hold_start": "random_num[1]",
  "htree_levels": 1,
  "met2_length_um": 483,
  "top_regs": "random_num (12)",
  "cts_tree": "done",
  "syn_to_final_growth_pct": 37.50,
  "internal-power_uw": 258.8,
  "cts.sinks": 12,
  "finalSetupTns_ns": 0,
  "finalSetupViolations": 0,
  "synth_cell_type_count": 9,
  "max_freq_mhz": 584.6,
  "antenna_cells": 0,
  "stdcell_count": 101,
  "power-per-cell-area_nw_per_um2": 469.0,
  "design_area_um2": 674.4,
  "hold_buffers": 0,
  "switching_share_pct": 18.19,
  "worst_pin_slew_ns": 0.5941,
  "skew_ns": 0.007779,
  "peakVddDrop_mv": 0.2520,
  "crit_family": "buffers and inverters",
  "grt_max_degree": 13,
  "cp_data_required_time_ns": 2.16,
  "drtIter0Drc": 24,
  "ys_area_um2": 490.5,
  "cts.reportedPaths.clkPinSlew_ns": 0.08
}
layout make-up:
type,instances,area (um^2),share of cell area [%]
sequential,12,240.2,35.62
multi-input combinational,16,178.9,26.53
timing repair buffer,12,120.1,17.81
tap,46,57.56,8.534
inverter,11,41.29,6.122
clock buffer,4,36.28,5.380
cell usage after synthesis (all sizes together):
library cell | n | area, um^2
buf | 3 | 30.03
dfxtp | 12 | 240.2
inv | 11 | 41.29
o31ai | 12 | 140.1
or4 | 3 | 30.03
xnor2 | 1 | 8.760
stage by stage:
step                worst slack (ns)  hold WS [ns]  power (uW)
floorplan                      1.419        0.4086       181.0
global placement               1.234        0.4493       181.0
detailed placement             1.216        0.4650       181.0
CTS                           0.9751        0.4803       319.2
global route                  0.9213        0.5153       332.1
finish                        0.9894        0.4746       316.3
power by group through the flow:
stage | registers (uW) | clock network (uW) | logic [uW]
CTS | 177 | 142 | 0.0000759
finish | 177 | 140 | 0.0000759
global route | 177 | 155 | 0.0000759
final timing paths:
kind | end | slack, ns | cells past startpoint
max | random_num[3] | 0.99 | 1
min | random_num[2] | 0.47 | 2
max reg2reg | random_num[1] | 1.18 | 2
min reg2reg | random_num[2] | 0.47 | 2
metal layers:
layer	vias to the layer above	track usage, %
met4	0	0.1761
met1	161	3.654
met3	0	2.386
li1	168	-
met2	9	5.136
met5	-	0
cells by family (layout without fill, tap and decap cells):
kind of cell,count (synthesis),count (layout),share of synthesized area [%]
and+or+nand+nor,3,3,6.123
AOI/OAI and AO/OA,12,12,28.57
DFF,12,12,48.98
xor gates and xnor gates,1,1,1.786
buffers and inverters,14,27,14.54
Power figures rest on the tool's default switching activity, not on a simulated workload.
