==> design/flow/constraint.sdc <==
current_design CLock_divider

set clk_period 5.1
set clk_io_pct 0.2

create_clock -name clk0 -period $clk_period [get_ports {CLK_50MHZ}]

set non_clock_inputs [all_inputs -no_clocks]
set_input_delay [expr $clk_period * $clk_io_pct] -clock clk0 $non_clock_inputs
set_output_delay [expr $clk_period * $clk_io_pct] -clock clk0 [all_outputs]
==> design/flow/run.sh <==
#!/bin/bash
# OpenROAD 26Q1-2900-gdf79404cd8, Yosys 0.63+post, stock flow scripts
make -C /OpenROAD-flow-scripts/flow DESIGN_CONFIG=/design/flow/config.mk WORK_HOME=/design/flow/orfs finish
==> design/flow/config.mk <==
export PLATFORM = sky130hd
export DESIGN_NAME = CLock_divider
export DESIGN_NICKNAME = CLock_divider
export VERILOG_FILES = /design/flow/design.v
export SDC_FILE = /design/flow/constraint.sdc
export NUM_CORES = 4
export LEC_CHECK = 1
export CORE_AREA = 10 10 107 107
export DIE_AREA = 0 0 117 117
==> design/flow/design.v <==
module CLock_divider(
					input CLK_50MHZ,
					output reg CLK_OUT
						  );
			parameter n = 50000;	
			reg [31:0] count;
			always @(posedge CLK_50MHZ)
			begin
				count = count + 1;
				if (count == n)
				begin
					CLK_OUT = 1;
					count = 0;
				end
				else
					CLK_OUT = 0;
			end					  		
endmodule
==> flow_summary.rst <==
Metrics
=======

.. list-table::
   :header-rows: 1

   * - Metric
     - Value
   * - Share of synthesized area occupied by flip-flops and latches
     - 0.377
   * - Max FO, Critical Path
     - 8
   * - Most used flip-flop cell
     - dfxtp_1
   * - Clock Tree Root
     - clkbuf_8
   * - Final critical-path required period
     - 3060 ps
   * - Final-report max-slew violation count
     - 0
   * - Die extent in y
     - 117 µm
   * - Overall routed net length
     - 3390 µm
   * - Clock net sink count
     - 33
   * - Vias per inst
     - 4.58
   * - Antenna violations before repair
     - 0
   * - Crit path cell chain
     - ha_1 -> nand4_2 -> or4_1 -> o31ai_1 -> o211ai_1 -> nor4_1 -> and4b_1 -> nor2_1
   * - Top cells by area
     - dfxtp_1 38%, xnor2_1 11%, nand2_1 4.5%
   * - Most common logic cells in the final layout
     - 33 x dfxtp_1, 21 x nand2_1, 21 x xnor2_1
   * - Sequential Power Share
     - 0.579
   * - Switching Share
     - 0.209
   * - Final-report hold violation count
     - 0
   * - F_max
     - 327 MHz
   * - Proportion of power drawn by the clock network
     - 0.421
   * - Total number of placement rows
     - 35
   * - Final antenna-violating net count
     - 0
   * - Portion of total power attributed to combinational logic
     - 0
   * - Filler Cell Count
     - 1001
   * - Wire length per cell after detailed routing
     - 10.9 µm
   * - Via count
     - 1428
   * - Total power
     - 0.445 mW
   * - Area of the core
     - 9200 µm²
   * - Number of detailed-route iterations in the first pass
     - 5
   * - Synth-to-Final Area Change
     - 10.2%
   * - Syn. warnings
     - 1
   * - Wire length of the first global-routing pass
     - 6000 µm
   * - Max cap viols
     - 0
   * - Final instance count without filler cells
     - 312
   * - Cell Int Power
     - 0.352 mW
   * - Hold_ws
     - 485 ps
   * - Placed Cells
     - 304
   * - Fraction of layout instances using a drive strength above 1
     - 0.0796
   * - Final cycle utilization of the critical path
     - 0.600
   * - Die area
     - 13700 µm²
   * - Initial drt markers
     - 74
   * - Aggregate negative setup slack
     - 0 ps
   * - Synthesis area per yosys
     - 1750 µm²
   * - Pin count of the biggest net entering global routing
     - 11
   * - Clock-pin slew of the registers on the worst-case setup and hold paths
     - 60 ps
   * - TritonCTS clock tree
     - done
   * - Top Ports
     - 2
   * - Via count of the first global-routing pass
     - 1251
   * - Number of distinct library cells after synthesis
     - 44
   * - Hold_sp
     - count[22]
   * - Worst relative slew slack
     - 0.563
   * - H-Tree Depth
     - 2
   * - Maximum buffer depth of the clock tree
     - 2
   * - Hold Crit Class
     - flip-flop to flip-flop
   * - Buffers inserted during post-CTS setup optimization
     - 0
   * - Yosys top cell by area
     - dfxtp_1
   * - Count of unresolved DRC violations after routing
     - 0
   * - Yosys cell count
     - 202
   * - Inserted Diodes
     - 0
   * - Dominant logic cell type in the layout
     - dfxtp_1
   * - Source-to-sink clock delay at the later pin of the worst-skew pair
     - 280 ps
   * - Floorplan core density
     - 0.190
   * - Number of clock buffers inserted by TritonCTS
     - 5
   * - Net switching power of the design
     - 0.0930 mW
   * - Hold_buf cts
     - 0
   * - Worst stage delay on the critical path
     - 730 ps
   * - Post-CTS resize count
     - 0
   * - Startpoint types
     - flip-flop
   * - Worst Setup Slack post-DPL
     - 2090 ps
   * - Tally of buffers added on design ports
     - 1
   * - WP data arrival
     - 3230 ps
   * - OpenROAD warning count
     - 26
   * - Gr usage total
     - 0.0520
   * - Maximum vdd drop
     - 0.0000734 V
   * - Top cell type's share of synthesized area
     - 0.377
   * - Count of flip-flops with a built-in enable after synthesis
     - 0
   * - Measured slew at the worst slew-check pin
     - 650 ps
   * - RSZ-0062 raised after global routing
     - no
   * - Fraction of registers with async set/reset
     - 0
   * - Number of synthesized register bits
     - 33
   * - Origin of the critical flop-to-flop path
     - count[0]
   * - Outcome
     - finished, final reports clean
   * - Power per Cell Area
     - 231 nW/µm²
   * - Max Clock Skew
     - 5.72 ps
   * - Type of the setup path with the least slack
     - flip-flop to flip-flop
   * - Mean post-synth cell area
     - 8.67 µm²
   * - Final worst-path setup slack
     - 2040 ps
   * - Congestion Overflow GR
     - 0
   * - Number of setup violations in the final report
     - 0
   * - Pleak
     - 0.684 nW
   * - Cell area after technology mapping
     - 1750 µm²
   * - Worst EP required
     - 5270 ps
   * - Launching instance or port of the critical path
     - count[0]
   * - Detailed Place HPWL
     - 2480 µm
   * - Critical path capture point type
     - flip-flop
   * - Die X-Extent
     - 117 µm
   * - Synth Instances
     - 202
   * - Critical-path cell with the highest stage delay
     - or4_1
   * - Routability cong.
     - 0.923
power groups by stage:
stage                 registers, mW   logic [mW]  clock network (mW)
after CTS                     0.257  0.000000374               0.197
after global routing          0.257  0.000000374               0.211
final                         0.258  0.000000374               0.187
layout make-up:
cell class	instances	area, µm²	area share
timing repair buffer	1	10.0	0.00519
multi-input combinational	157	1030	0.533
clock buffer	6	72.6	0.0376
inverter	2	7.51	0.00389
tap	111	139	0.0720
sequential	33	661	0.343
clock inverter	2	10.0	0.00519
worst paths after layout:
path,end,slack (ps),cells past startpoint
max,count[4],2040,8
min,count[22],490,1
max reg2reg,count[4],2040,8
min reg2reg,count[22],490,1
per-stage QoR:
step / cell area [µm²] / util
3_5_place_dp: 1850 / 0.201
2_1_floorplan: 1750 / -
3_3_place_gp: 1850 / 0.201
6_report: 1930 / 0.210
4_1_cts: 1930 / 0.210
5_1_grt: 1930 / 0.210
Yosys cell counts, types with 2 or more instances:
library cell and count:
a211o_1 2, a21oi_1 2, and2_1 2, and3_1 8, and4_1 4, buf_2 3, buf_4 3, clkbuf_1 2
dfxtp_1 33, ha_1 2, inv_1 2, nand2_1 21, nand3_1 13, nand4_1 8, nand4_2 2, nor2_1 19
nor3_1 4, nor3b_1 2, nor4_1 6, o2111ai_1 2, o21ai_0 4, o31ai_1 3, or4_1 6, xnor2_1 21
xor2_1 9
state kept, by name, summed over array words and instances, names as in the netlist:
register	count
CLK_OUT	1
count	32
per-layer routing:
layer  track usage  up-vias  share of wire
met3       0.00826        9          0.033
met4        0.0124        0          0.029
met2        0.0780       34           0.43
met1        0.0766      650           0.51
li1              -      735              -
met5             0        -              0
cells by family (layout without fill, tap and decap cells):
| group | Yosys count | after routing | synth area share |
|---|---|---|---|
| DFF | 33 | 33 | 0.377 |
| and+or+nand+nor | 107 | 107 | 0.350 |
| AOI/OAI and AO/OA | 18 | 18 | 0.0729 |
| buffers and inverters | 12 | 11 | 0.0350 |
| adders and majority gates | 2 | 2 | 0.0143 |
| xor gates and xnor gates | 30 | 30 | 0.150 |
worst max-delay path: cells and delay by family, from the launching register on:
| family | cells | cell delay [ps] |
|---|---|---|
| and+or+nand+nor | 5 | 1710 |
| AOI/OAI and AO/OA | 2 | 530 |
| DFF | 1 | 410 |
| adders and majority gates | 1 | 280 |
Power figures rest on the tool's default switching activity, not on a simulated workload.
