==> design/flow/design.v <==
module BCD_decoder(input [3:0]in, output reg [6:0]out);
	always @(in) begin
			case(in)
				4'b0000: out = 7'b1000000; 
				4'b0001: out = 7'b1111001;	
				4'b0010: out = 7'b0100100;	
				4'b0011: out = 7'b0110000;	
				4'b0100: out = 7'b0011001;	
				4'b0101: out = 7'b0010010;	
				4'b0110: out = 7'b0000010;	   
				4'b0111: out = 7'b1111000;	
				4'b1000: out = 7'b0000000;	
				4'b1001: out = 7'b0010000;	
				4'b1010: out = 7'b0000011;    	
				4'b1011: out = 7'b1000001;	   
				4'b1100: out = 7'b0001110;	   
				4'b1101: out = 7'b0100001;	
				4'b1110: out = 7'b0000110;	
				4'b1111: out = 7'b1111111; 
				default: out = 7'bx;
			endcase
		end
endmodule
==> design/flow/run.sh <==
#!/bin/bash
# OpenROAD 26Q1-2900-gdf79404cd8, Yosys 0.63+post, stock flow scripts
make -C /OpenROAD-flow-scripts/flow DESIGN_CONFIG=/design/flow/config.mk WORK_HOME=/design/flow/orfs finish
==> design/flow/config.mk <==
export PLATFORM = sky130hd
export DESIGN_NAME = BCD_decoder
export DESIGN_NICKNAME = BCD_decoder
export VERILOG_FILES = /design/flow/design.v
export SDC_FILE = /design/flow/constraint.sdc
export NUM_CORES = 4
export LEC_CHECK = 1
export CORE_AREA = 10 10 70 70
export DIE_AREA = 0 0 80 80
==> design/flow/constraint.sdc <==
current_design BCD_decoder

set clk_period 1.5
set clk_io_pct 0.2

create_clock -name clk0 -period $clk_period

set non_clock_inputs [all_inputs -no_clocks]
set_input_delay [expr $clk_period * $clk_io_pct] -clock clk0 $non_clock_inputs
set_output_delay [expr $clk_period * $clk_io_pct] -clock clk0 [all_outputs]
==> Slide: Implementation Results <==
Synthesis and Place & Route Summary

Run status
  – Status: finished with violations
  – Failing checks: setup timing

Detailed routing
  – Vias per cell: approximately 3.0
  – Pre-antenna DRT Iters: 2
  – Remaining DRCs: 0
  – # diodes: 0
  – Avg WL per Cell: approximately 9 um
  – Post-route ant nets: 0
  – Initial DRC Count: 16
  – Via Count: 276
  – WL final: between 800 and 900 um

Finish
  – Reg area: 0 sq um
  – Fillers: ~380
  – Share of layout cells above drive strength 1: about three quarters
  – Seq Cell Count: 0
  – Clock buffer count: 0
  – Fin area: roughly 600 sq um
  – Synth-to-layout area growth: 130%

Floorplanning
  – Core area: 3420 sq um
  – Rows: 21
  – # IOs: 11
  – Die y size: about 80 um
  – Core Density at Floorplan: ~7.6%
  – Chip footprint: between 6000 and 7000 sq um
  – Die Wd: 80 um

Placed design
  – Post-Place Worst Slack: -884 ps
  – DP Area: between 400 and 500 sq um
  – RePlAce Congestion: roughly 0.77
  – PortBufs: 11

Setup path
  – WS Path Type: in2out
  – Critical-path maximum fanout: 3
  – Dominant delay contributor by cell family on the critical path: buffers and inverters
  – Max incr delay on CP: approximately 430 ps
  – Crit-path cells: buf_8 > inv_6 > buf_6 > ha_4 > inv_2 > mux4_2 > buf_2
  – Crit path max-delay cell type: mux4_2
  – Critical path buffer and inverter count: 5
  – Worst Setup End Kind: output port
  – CP Data Required Time: 1200 ps
  – WP data arrival: approximately 1300 ps
  – Startpoint Class: input port

Worst hold path
  – Hold depth: 3
  – HP Class: in2out
  – WHS Endpoint: out[5]
  – Worst hold start: in[2]

Global routing
  – Number of global-route vias before repair: approximately 280
  – Global-route wire length before repair: approximately 1300 um
  – GR Util met2: about 4.4%
  – GR Util met3: less than 1%
  – Initial antenna violation count: 0
  – Gr usage total: roughly 2.5%
  – Met1 global-route usage: about 3.1%
  – Pin count of the biggest net entering global routing: 7
  – Grt total ovfl: 0
  – GRT busiest layer: met2

Flow run
  – Max-cap violations: 0
  – Number of logged tool warnings: approximately 40

Synth
  – Post-synthesis instance area: 260 sq um
  – Top cells, area: ha_1 (34%), mux4_2 (17%), mux2_4 (5.8%)
  – Synth area leader: ha_1
  – Avg Cell Area, Syn: between 9 and 10 sq um
  – # Cells Yosys: 27
  – Synth top area share: 33.7%
  – Count of cell types in the netlist: 17
  – Yosys warnings: 1
  – Post-synthesis sequential area ratio: 0%
  – Syn Inst Count: 27
  – Chip area in the Yosys report: 260 sq um

Final timing
  – Tmin final: 1590 ps
  – Fin. Hold Viols: 0
  – RSZ-0062 raised after global routing: true
  – Hold_ws: 980 ps
  – Max transition margin: between 80% and 90%
  – PnR worst setup slack: -86.5 ps
  – Final period utilization: 106%
  – Max Slew Vio Count: 0
  – Max Fclk: around 0.63 GHz
  – Final setup fails: 4
  – Actual slew at the worst max-slew pin: between 150 and 200 ps

Pwr
  – Maximum vdd drop: ~0.047 mV
  – Leak pwr: 0.239 nW
  – Power Dens Cells: between 200 and 250 nW/um^2

Clock network
  – CTS Hold Bufs: 0
[cells in the mapped netlist]
cell,count
ha_1,7
a32o_1,1
a21o_1,1
mux2_4,1
buf_6,1
nand2_1,2
buf_4,1
o2bb2ai_1,1
nor2b_1,1
nor2_1,1
nor3_1,1
nand2b_1,1
inv_1,3
mux2_2,1
or2_0,1
mux2i_1,1
mux4_2,2
[cell usage in the layout, fill, tap and decap left out, drive strengths merged]
master          n
buf            18
ha              7
clkdlybuf4s15   3
inv             3
mux4            2
nand2           2
mux2            2
nor3            1
a21o            1
nand2b          1
mux2i           1
nor2            1
o2bb2ai         1
or2             1
nor2b           1
a32o            1
clkbuf          1
[worst min-delay path, stage by stage]
cell	delay (ps)
buf_2	160
a21o_1	140
buf_2	90
[layer usage]
layer | vias up | wire length, um
li1 | 137 | -
met2 | 7 | 410
met5 | - | 0
met4 | 0 | 0
met3 | 0 | 66
met1 | 132 | 361
[logic make-up after synthesis]
kind of cell	share of synthesized area, %
fa+ha+maj	33.7
simple gates	13.5
mux	31.2
buf+inv	11.5
compound gates	10.1
[per-stage QoR]
step                      setup TNS, ps  utilization, %  power, mW  instances
after floorplan                       0               -     0.0467         27
after global placement            -5360            13.7      0.115         90
after detailed placement          -5420            13.7      0.115         90
after CTS                          -277            16.7      0.131         92
after global routing               -339            17.5      0.153         93
final                              -207            17.5      0.139         93
[worst max path at each step]
| stage | startpoint | endpoint | slack [ps] | cells past startpoint |
|---|---|---|---|---|
| 6_report | in[0] | out[4] | -90 | 7 |
| 4_1_cts | in[0] | out[4] | -110 | 7 |
| 5_1_grt | in[0] | out[4] | -110 | 7 |
[layout make-up]
| type | instances | area, sq um | share of cell area, % |
|---|---|---|---|
| tap | 46 | 57.6 | 9.60 |
| timing repair buffer | 22 | 191 | 31.9 |
| inverter | 3 | 23.8 | 3.97 |
| multi-input combinational | 22 | 327 | 54.5 |
[timing repair]
item,in CTS,in global routing
pin swaps,7,6
gates resized,61,9
endpoints found under the hold margin,0,0
setup endpoints to repair,7,6
buffers inserted,2,1
[where the power goes]
group	internal (mW)	leakage (nW)	switching, mW
registers	0	0	0
clock network	0	0	0
logic	0.0839	0.239	0.0548
Power figures rest on the tool's default switching activity, not on a simulated workload.
